<file path="flow/run.sh">
#!/bin/bash
# OpenROAD 26Q1-2900-gdf79404cd8, Yosys 0.63+post, stock flow scripts
make -C /OpenROAD-flow-scripts/flow DESIGN_CONFIG=/design/flow/config.mk WORK_HOME=/design/flow/orfs finish
</file>
<file path="flow/config.mk">
export PLATFORM = sky130hd
export DESIGN_NAME = traffic_light_controller
export DESIGN_NICKNAME = traffic_light_controller
export VERILOG_FILES = /design/flow/design.v
export SDC_FILE = /design/flow/constraint.sdc
export NUM_CORES = 4
export LEC_CHECK = 1
export CORE_AREA = 10 10 70 70
export DIE_AREA = 0 0 80 80
</file>
<file path="flow/constraint.sdc">
current_design traffic_light_controller

set clk_period 5.0
set clk_io_pct 0.2

create_clock -name clk0 -period $clk_period [get_ports {clk}]

set non_clock_inputs [all_inputs -no_clocks]
set_input_delay [expr $clk_period * $clk_io_pct] -clock clk0 $non_clock_inputs
set_output_delay [expr $clk_period * $clk_io_pct] -clock clk0 [all_outputs]
</file>
<file path="flow/design.v">
`timescale 1ns / 1ps
module traffic_light_controller (
    input wire clk,
    input wire reset,
    input wire pedestrian_request,
    output reg [2:0] ns_light,
    output reg [2:0] ew_light,
    output reg [1:0] ped_light,
    output wire [2:0] current_state,
    output wire [3:0] timer_count_out, 
    output wire ped_request_latched_out,
    output wire was_in_ns_phase_out
);
    parameter S_NS_GREEN  = 3'b000;
    parameter S_NS_YELLOW = 3'b001;
    parameter S_EW_GREEN  = 3'b010;
    parameter S_EW_YELLOW = 3'b011;
    parameter S_PED_GREEN = 3'b100;
    reg [2:0] state_reg, next_state;
    parameter GREEN_DURATION  = 10;
    parameter YELLOW_DURATION = 3;
    parameter PED_DURATION    = 5;
    reg [$clog2(GREEN_DURATION > PED_DURATION ? GREEN_DURATION : PED_DURATION) : 0] timer_count;
    wire timer_done;
    reg ped_request_latched;
    reg was_in_ns_phase;
    always @(posedge clk or posedge reset) begin
        if (reset) begin
            state_reg <= S_NS_GREEN;
            timer_count <= 0;
            was_in_ns_phase <= 1'b0; 
        end else begin
            if (next_state != state_reg) begin
                timer_count <= 0;
            end else if (!timer_done) begin
                timer_count <= timer_count + 1;
            end
            state_reg <= next_state;
            if (next_state == S_PED_GREEN) begin
                if (state_reg == S_NS_YELLOW)
                    was_in_ns_phase <= 1'b1; 
                else if (state_reg == S_EW_YELLOW)
                    was_in_ns_phase <= 1'b0; 
            end
        end
    end
    always @(posedge clk or posedge reset) begin
        if (reset) begin
            ped_request_latched <= 1'b0;
        end 
        else if (pedestrian_request) begin
            ped_request_latched <= 1'b1;
        end
        else if ((state_reg == S_NS_YELLOW && timer_done && ped_request_latched) ||
                 (state_reg == S_EW_YELLOW && timer_done && ped_request_latched)) 
        begin
            ped_request_latched <= 1'b0;
        end
    end
    assign timer_done = 
        (state_reg == S_NS_GREEN  && timer_count == GREEN_DURATION - 1) ||
        (state_reg == S_NS_YELLOW && timer_count == YELLOW_DURATION - 1) ||
        (state_reg == S_EW_GREEN  && timer_count == GREEN_DURATION - 1) ||
        (state_reg == S_EW_YELLOW && timer_count == YELLOW_DURATION - 1) ||
        (state_reg == S_PED_GREEN && timer_count == PED_DURATION - 1);
    always @(*) begin
        next_state = state_reg;
        case (state_reg)
            S_NS_GREEN: begin
                if (timer_done)
                    next_state = S_NS_YELLOW;
            end
            S_NS_YELLOW: begin
                if (timer_done) begin
                    if (ped_request_latched)
                        next_state = S_PED_GREEN; 
                    else
                        next_state = S_EW_GREEN;  
                end
            end
            S_EW_GREEN: begin
                if (timer_done)
                    next_state = S_EW_YELLOW;
            end
            S_EW_YELLOW: begin
                if (timer_done) begin
                    if (ped_request_latched)
                        next_state = S_PED_GREEN; 
                    else
                        next_state = S_NS_GREEN;  
                end
            end
            S_PED_GREEN: begin
                if (timer_done) begin
                    if (was_in_ns_phase)
                        next_state = S_EW_GREEN; 
                    else
                        next_state = S_NS_GREEN; 
                end
            end
            default: begin
                next_state = S_NS_GREEN; 
            end
        endcase
    end
    always @(*) begin
        ns_light  = 3'b001; 
        ew_light  = 3'b001; 
        ped_light = 2'b01;  
        case (state_reg)
            S_NS_GREEN:  ns_light = 3'b100;
            S_NS_YELLOW: ns_light = 3'b010;
            S_EW_GREEN:  ew_light = 3'b100;
            S_EW_YELLOW: ew_light = 3'b010;
            S_PED_GREEN: ped_light = 2'b10;
            default: ; 
        endcase
    end
    assign current_state = state_reg;
    assign ped_request_latched_out = ped_request_latched;
    assign was_in_ns_phase_out = was_in_ns_phase;
    assign timer_count_out = timer_count; 
endmodule
</file>
==> flow_summary.html <==
<h2>Implementation results</h2>
<table>
<tr><th>Metric</th><th>Value</th></tr>
<tr><th colspan="2">Status</th></tr>
<tr><td>Run status</td><td>completed</td></tr>
<tr><th colspan="2">Clock network</th></tr>
<tr><td>Sink count of the clock tree</td><td>10</td></tr>
<tr><td>Hold Buf Count CTS</td><td>0</td></tr>
<tr><td>Insertion delay of the later-clocked pin in the worst-skew pair</td><td>0.26 ns</td></tr>
<tr><td>Max Buffers Root-to-Sink</td><td>2</td></tr>
<tr><td>Clock tree from TritonCTS</td><td>built</td></tr>
<tr><td>Post-cts resize count</td><td>0</td></tr>
<tr><td>Buffer type at the clock tree root</td><td>sky130_fd_sc_hd__clkbuf_4</td></tr>
<tr><td>Number of levels in the clock H-tree</td><td>1</td></tr>
<tr><td>Worst-path clk slew</td><td>0.07 ns</td></tr>
<tr><td>CTS Buf Count</td><td>3</td></tr>
<tr><td>Post-CTS Repair Setup Buffers</td><td>0</td></tr>
<tr><th colspan="2">Final timing</th></tr>
<tr><td>Final Hold Vio Count</td><td>0</td></tr>
<tr><td>Total negative slack</td><td>0 ns</td></tr>
<tr><td>Setup repair after global routing missed its margin</td><td>no</td></tr>
<tr><td>Setup Skew</td><td>0.007112 ns</td></tr>
<tr><td>Final slew viol count</td><td>0</td></tr>
<tr><td>Timing-limited maximum frequency</td><td>380.7 MHz</td></tr>
<tr><td>Final number of setup-violating endpoints</td><td>0</td></tr>
<tr><td>Slew HR</td><td>0.7329</td></tr>
<tr><td>Tightest Pin Transition</td><td>0.4006 ns</td></tr>
<tr><td>Final period util</td><td>0.5253</td></tr>
<tr><td>Period minus WS final</td><td>2.626 ns</td></tr>
<tr><th colspan="2">Synth</th></tr>
<tr><td>Cell type with the highest aggregate area in the netlist</td><td>sky130_fd_sc_hd__dfrtp_1</td></tr>
<tr><td>Top flip-flop cell by instance count after synthesis</td><td>sky130_fd_sc_hd__dfrtp_1</td></tr>
<tr><td>Async set-or-reset flop fraction in the synthesized netlist</td><td>1.000</td></tr>
<tr><td>Top cells by area</td><td>sky130_fd_sc_hd__dfrtp_1 (39%), sky130_fd_sc_hd__ha_1 (7.7%), sky130_fd_sc_hd__nor2_1 (5.8%)</td></tr>
<tr><td>Chip area line of the yosys report</td><td>649.4 sq um</td></tr>
<tr><td>Top cells by count, synth</td><td>sky130_fd_sc_hd__dfrtp_1 (10), sky130_fd_sc_hd__nor2_1 (10), sky130_fd_sc_hd__inv_1 (6)</td></tr>
<tr><td>Synthesized area</td><td>649.4 sq um</td></tr>
<tr><td>Yosys warning count</td><td>1</td></tr>
<tr><td>Distinct lib cells</td><td>32</td></tr>
<tr><td>Sequential area share after synthesis</td><td>0.3854</td></tr>
<tr><td>Flops after synth</td><td>10</td></tr>
<tr><td>Number of flops mapped to enable cells by yosys</td><td>0</td></tr>
<tr><td>Total cells reported by yosys after synthesis</td><td>64</td></tr>
<tr><td>Number of standard cells after synthesis</td><td>64</td></tr>
<tr><td>Mean Syn Cell Area</td><td>10.15 sq um</td></tr>
<tr><td>Area leader share</td><td>0.3854</td></tr>
<tr><th colspan="2">Power</th></tr>
<tr><td>Internal portion of total power</td><td>0.2990 mW</td></tr>
<tr><td>P per Cell Area</td><td>525.6 nW/um^2</td></tr>
<tr><td>Fraction of power consumed by sequential logic</td><td>0.350</td></tr>
<tr><td>Switching share of power</td><td>0.3625</td></tr>
<tr><td>Switching Power</td><td>0.1700 mW</td></tr>
<tr><td>Overall Power</td><td>0.4689 mW</td></tr>
<tr><td>Clock network power share</td><td>0.152</td></tr>
<tr><td>Logic pwr share</td><td>0.498</td></tr>
<tr><td>Static leakage power</td><td>0.3621 nW</td></tr>
<tr><td>Maximum VDD drop</td><td>87.93 uV</td></tr>
<tr><th colspan="2">Floorplanning</th></tr>
<tr><td>Area of the chip</td><td>6400 sq um</td></tr>
<tr><td>Core area</td><td>3416 sq um</td></tr>
<tr><td>Die span in y</td><td>80 microns</td></tr>
<tr><td>Number of ports placed on the die boundary</td><td>20</td></tr>
<tr><td>Die extent in x</td><td>80 microns</td></tr>
<tr><td>Fp_density</td><td>0.1901</td></tr>
<tr><td>Count of standard-cell rows</td><td>21</td></tr>
<tr><th colspan="2">Finish</th></tr>
<tr><td>Layout overhead on the synthesized area</td><td>37.38%</td></tr>
<tr><td>Core Util, Final</td><td>0.2612</td></tr>
<tr><td>Max reg flops</td><td>5</td></tr>
<tr><td>Share of layout cells above drive strength 1</td><td>0.1585</td></tr>
<tr><th colspan="2">Route</th></tr>
<tr><td>Initial DRT Pass Iterations</td><td>4</td></tr>
<tr><td>Top layer reached by signal wires</td><td>met4</td></tr>
<tr><td>Wire length after detailed routing</td><td>1.480 mm</td></tr>
<tr><td>Vias per Instance</td><td>3.891</td></tr>
<tr><td>Final routed DRC violation total</td><td>0</td></tr>
<tr><td>Antenna Cells</td><td>0</td></tr>
<tr><td>Average routed wire per standard cell</td><td>11.56 microns</td></tr>
<tr><td>Routed wire length on met3</td><td>152 microns</td></tr>
<tr><td>Detailed-routing wirelength on met1</td><td>657 microns</td></tr>
<tr><td>Wire length on met2</td><td>654 microns</td></tr>
<tr><td>Final ANT Viol Nets</td><td>0</td></tr>
<tr><td>Violation count after the first detailed-route iteration</td><td>31</td></tr>
<tr><td>Via count</td><td>498</td></tr>
<tr><th colspan="2">Run</th></tr>
<tr><td>Max-cap violations</td><td>0</td></tr>
<tr><td>Number of warnings the tools reported</td><td>28</td></tr>
<tr><th colspan="2">Critical path</th></tr>
<tr><td>Number of buffer and inverter stages on the critical path</td><td>1</td></tr>
<tr><td>Kind of capture point of the worst setup path</td><td>output pin</td></tr>
<tr><td>Critical path fanouts, max</td><td>7</td></tr>
<tr><td>Largest delay share family, worst path</td><td>buffers and inverters</td></tr>
<tr><td>Cell breakdown of the critical path</td><td>or2_2 &gt; nor2_1 &gt; clkdlybuf4s50_1</td></tr>
<tr><td>Biggest cell delay along the critical path</td><td>0.48 ns</td></tr>
<tr><td>Crit Path Category</td><td>reg2out</td></tr>
<tr><td>Slowest cell on the critical path</td><td>sky130_fd_sc_hd__clkdlybuf4s50_1</td></tr>
<tr><td>Endpoint required time on the critical path</td><td>4.00 ns</td></tr>
<tr><td>Critical path arrival</td><td>1.63 ns</td></tr>
<tr><td>Launching element type of the critical path</td><td>flop</td></tr>
<tr><th colspan="2">Global route</th></tr>
<tr><td>Global-route usage over all layers</td><td>0.04599</td></tr>
<tr><td>Vias in the first global route</td><td>479</td></tr>
<tr><td>Number of antenna violations at the first check in global routing</td><td>0</td></tr>
<tr><td>Pin count of the biggest net entering global routing</td><td>13</td></tr>
<tr><td>Wire length of the first global-routing pass</td><td>2.387 mm</td></tr>
<tr><td>GR Overflow Total</td><td>0</td></tr>
<tr><th colspan="2">Min path</th></tr>
<tr><td>Worst Hold Class</td><td>reg2reg</td></tr>
<tr><th colspan="2">Placement</th></tr>
<tr><td>GPL Wtd Cong</td><td>0.7136</td></tr>
<tr><td>Port Buf Inserts</td><td>19</td></tr>
<tr><td>HPWL reported at the end of detailed placement</td><td>1.183 mm</td></tr>
</table>
cell type report:
| cell class | count | area, sq um |
|---|---|---|
| Multi-Input combinational cell | 42 | 331.6 |
| Fill cell | 381 | 2524 |
| Inverter | 7 | 26.28 |
| Clock buffer | 4 | 36.28 |
| Timing Repair Buffer | 19 | 190.2 |
| Sequential cell | 10 | 250.2 |
| Tap cell | 46 | 57.56 |
path summary, 6_finish.rpt:
check                                             from                          end  slack, ns  depth (start not counted)
max                             state_reg[1]$_DFF_PP0_                  ns_light[2]       2.37                          3
min                        was_in_ns_phase$_DFFE_PP0P_  was_in_ns_phase$_DFFE_PP0P_       0.54                          1
max reg2reg                 timer_count[1]$_DFFE_PP0P_  was_in_ns_phase$_DFFE_PP0P_       3.10                          6
min reg2reg                was_in_ns_phase$_DFFE_PP0P_  was_in_ns_phase$_DFFE_PP0P_       0.54                          1
max in group asynchronous                        reset   timer_count[0]$_DFFE_PP0P_       3.70                          2
min in group asynchronous                        reset   timer_count[4]$_DFFE_PP0P_       1.03                          2
logic make-up (layout without fill, tap and decap cells):
kind of cell               after synthesis  count (layout)  share of synthesized area
AOI/OAI and AO/OA                        9               9                     0.1368
xor gates and xnor gates                 3               3                    0.04047
adders and majority gates                4               4                    0.07707
buffers and inverters                   12              30                     0.1040
DFF                                     10              10                     0.3854
muxes                                    1               1                    0.02311
and+or+nand+nor                         25              25                     0.2332
metal layers:
metal	vias up	track usage
li1	253	-
met1	230	0.05850
met2	13	0.06822
met3	2	0.02386
met4	0	0.008803
met5	-	0
power groups by stage:
stage	clock network, mW	registers [mW]	logic, mW
4_1_cts	0.0739	0.165	0.240
6_report	0.0713	0.164	0.234
5_1_grt	0.0811	0.172	0.260
cells in the final DEF (no fill, tap or decap):
| cell | instances |
|---|---|
| sky130_fd_sc_hd__clkdlybuf4s50_1 | 19 |
| sky130_fd_sc_hd__nor2_1 | 10 |
| sky130_fd_sc_hd__dfrtp_1 | 10 |
| sky130_fd_sc_hd__inv_1 | 6 |
| sky130_fd_sc_hd__ha_1 | 4 |
| sky130_fd_sc_hd__nand3_1 | 3 |
| sky130_fd_sc_hd__clkbuf_4 | 3 |
| sky130_fd_sc_hd__xor2_1 | 2 |
| sky130_fd_sc_hd__nor3_2 | 1 |
| sky130_fd_sc_hd__inv_2 | 1 |
| sky130_fd_sc_hd__nand3b_1 | 1 |
| sky130_fd_sc_hd__nand2b_1 | 1 |
| sky130_fd_sc_hd__nand4bb_1 | 1 |
| sky130_fd_sc_hd__o211ai_4 | 1 |
| sky130_fd_sc_hd__or3b_4 | 1 |
| sky130_fd_sc_hd__a21oi_4 | 1 |
| sky130_fd_sc_hd__a22o_1 | 1 |
| sky130_fd_sc_hd__or2_2 | 1 |
| sky130_fd_sc_hd__nand2_1 | 1 |
| sky130_fd_sc_hd__and2_2 | 1 |
| sky130_fd_sc_hd__nand4_2 | 1 |
| sky130_fd_sc_hd__o21ai_0 | 1 |
| sky130_fd_sc_hd__a21oi_1 | 1 |
| sky130_fd_sc_hd__nor4b_1 | 1 |
| sky130_fd_sc_hd__o21a_1 | 1 |
| sky130_fd_sc_hd__nor3b_1 | 1 |
| sky130_fd_sc_hd__a32oi_1 | 1 |
| sky130_fd_sc_hd__nand4_1 | 1 |
| sky130_fd_sc_hd__o221ai_1 | 1 |
| sky130_fd_sc_hd__xnor2_1 | 1 |
| sky130_fd_sc_hd__a21o_1 | 1 |
| sky130_fd_sc_hd__mux2_4 | 1 |
| sky130_fd_sc_hd__clkbuf_8 | 1 |
worst reg2reg max path, stage by stage (launching register included):
cell and delay [ns]:
sky130_fd_sc_hd__dfrtp_1 0.43, sky130_fd_sc_hd__inv_1 0.10, sky130_fd_sc_hd__ha_1 0.16, sky130_fd_sc_hd__or3b_4 0.39, sky130_fd_sc_hd__a21oi_4 0.24, sky130_fd_sc_hd__nand4_2 0.16
sky130_fd_sc_hd__mux2_4 0.33
stage by stage:
| step | cell area, sq um | hold slack, ns | setup WS [ns] | std cells |
|---|---|---|---|---|
| after floorplan | 649.4 | 0.4731 | 3.239 | 64 |
| after global routing | 892.1 | 0.5753 | 2.256 | 128 |
| after CTS | 892.1 | 0.5444 | 2.351 | 128 |
| final | 892.1 | 0.5405 | 2.374 | 128 |
| after detailed placement | 855.8 | 0.5269 | 2.652 | 124 |
| after global placement | 855.8 | 0.5266 | 2.651 | 124 |
Power and IR drop assume default switching activity.
